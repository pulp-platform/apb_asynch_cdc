## ./constraint.sdc

```tcl
current_design apb_cdc

set clk_period 5.1
set clk_io_pct 0.2

create_clock -name clk0 -period $clk_period [get_ports {dest_clk}]
create_clock -name clk1 -period $clk_period [get_ports {src_clk}]

set non_clock_inputs [all_inputs -no_clocks]
set_input_delay [expr $clk_period * $clk_io_pct] -clock clk0 $non_clock_inputs
set_output_delay [expr $clk_period * $clk_io_pct] -clock clk0 [all_outputs]
```

## ./config.mk

```make
export PLATFORM = sky130hd
export DESIGN_NAME = apb_cdc
export DESIGN_NICKNAME = apb_cdc
export VERILOG_FILES = /design/flow/design.v
export SDC_FILE = /design/flow/constraint.sdc
export NUM_CORES = 4
export LEC_CHECK = 1
export CORE_UTILIZATION = 50
```

## ./run.sh

```bash
#!/bin/bash
# OpenROAD 26Q1-2900-gdf79404cd8, Yosys 0.63+post, stock flow scripts
make -C /OpenROAD-flow-scripts/flow DESIGN_CONFIG=/design/flow/config.mk WORK_HOME=/design/flow/orfs finish
```

## ./design.v

```verilog
module apb_cdc
#(
   parameter int unsigned APB_DATA_WIDTH = 32,
   parameter int unsigned APB_ADDR_WIDTH = 32
)
(
   input logic                              src_clk,
   input logic                              src_rst_n,
   input  logic [APB_ADDR_WIDTH-1:0]        src_PADDR_i,
   input  logic [APB_DATA_WIDTH-1:0]        src_PWDATA_i,
   input  logic                             src_PWRITE_i,
   input  logic                             src_PSEL_i,
   input  logic                             src_PENABLE_i,
   output logic [APB_DATA_WIDTH-1:0]        src_PRDATA_o,
   output logic                             src_PREADY_o,
   output logic                             src_PSLVERR_o,
   input logic                              dest_clk,
   input logic                              dest_rst_n,
   output logic [APB_ADDR_WIDTH-1:0]        dest_PADDR_o,
   output logic [APB_DATA_WIDTH-1:0]        dest_PWDATA_o,
   output logic                             dest_PWRITE_o,
   output logic                             dest_PSEL_o,
   output logic                             dest_PENABLE_o,
   input  logic [APB_DATA_WIDTH-1:0]        dest_PRDATA_i,
   input  logic                             dest_PREADY_i,
   input  logic                             dest_PSLVERR_i
);
   logic                             asynch_req;
   logic                             asynch_ack;
   logic [APB_ADDR_WIDTH-1:0]        async_PADDR;
   logic [APB_DATA_WIDTH-1:0]        async_PWDATA;
   logic                             async_PWRITE;
   logic                             async_PSEL;
   logic [APB_DATA_WIDTH-1:0]        async_PRDATA;
   logic                             async_PSLVERR;
  apb_master_asynch
  #(
     .APB_DATA_WIDTH ( APB_DATA_WIDTH ),
     .APB_ADDR_WIDTH ( APB_ADDR_WIDTH )
  )
  i_apb_master_asynch
  (
     .clk             ( src_clk        ),
     .rst_n           ( src_rst_n      ),
     .PADDR_i         ( src_PADDR_i    ),
     .PWDATA_i        ( src_PWDATA_i   ),
     .PWRITE_i        ( src_PWRITE_i   ),
     .PSEL_i          ( src_PSEL_i     ),
     .PENABLE_i       ( src_PENABLE_i  ),
     .PRDATA_o        ( src_PRDATA_o   ),
     .PREADY_o        ( src_PREADY_o   ),
     .PSLVERR_o       ( src_PSLVERR_o  ),
     .asynch_req_o    ( asynch_req     ),
     .asynch_ack_i    ( asynch_ack     ),
     .async_PADDR_o   ( async_PADDR    ),
     .async_PWDATA_o  ( async_PWDATA   ),
     .async_PWRITE_o  ( async_PWRITE   ),
     .async_PSEL_o    ( async_PSEL     ),
     .async_PRDATA_i  ( async_PRDATA   ),
     .async_PSLVERR_i ( async_PSLVERR  )
  );
  apb_slave_asynch
  #(
     .APB_DATA_WIDTH  ( APB_DATA_WIDTH ),
     .APB_ADDR_WIDTH  ( APB_ADDR_WIDTH )
  )
  i_apb_slave_asynch
  (
     .clk             ( dest_clk        ),
     .rst_n           ( dest_rst_n      ),
     .PADDR_o         ( dest_PADDR_o    ),
     .PWDATA_o        ( dest_PWDATA_o   ),
     .PWRITE_o        ( dest_PWRITE_o   ),
     .PSEL_o          ( dest_PSEL_o     ),
     .PENABLE_o       ( dest_PENABLE_o  ),
     .PRDATA_i        ( dest_PRDATA_i   ),
     .PREADY_i        ( dest_PREADY_i   ),
     .PSLVERR_i       ( dest_PSLVERR_i  ),
     .asynch_req_i    ( asynch_req      ),
     .asynch_ack_o    ( asynch_ack      ),
     .async_PADDR_i   ( async_PADDR     ),
     .async_PWDATA_i  ( async_PWDATA    ),
     .async_PWRITE_i  ( async_PWRITE    ),
     .async_PSEL_i    ( async_PSEL      ),
     .async_PRDATA_o  ( async_PRDATA    ),
     .async_PSLVERR_o ( async_PSLVERR   )
  );
endmodule  
module apb_master_asynch
#(
   parameter int unsigned APB_DATA_WIDTH = 32,
   parameter int unsigned APB_ADDR_WIDTH = 32
)
(
   input logic                              clk,
   input logic                              rst_n,
   input  logic [APB_ADDR_WIDTH-1:0]        PADDR_i,
   input  logic [APB_DATA_WIDTH-1:0]        PWDATA_i,
   input  logic                             PWRITE_i,
   input  logic                             PSEL_i,
   input  logic                             PENABLE_i,
   output logic [APB_DATA_WIDTH-1:0]        PRDATA_o,
   output logic                             PREADY_o,
   output logic                             PSLVERR_o,
   output logic                             asynch_req_o,
   input  logic                             asynch_ack_i,
   output logic [APB_ADDR_WIDTH-1:0]        async_PADDR_o,
   output logic [APB_DATA_WIDTH-1:0]        async_PWDATA_o,
   output logic                             async_PWRITE_o,
   output logic                             async_PSEL_o,
   input  logic [APB_DATA_WIDTH-1:0]        async_PRDATA_i,
   input  logic                             async_PSLVERR_i
);
    enum logic [1:0] { IDLE, REQ_UP, REQ_DOWN } NS, CS;
    logic ack_sync0, ack_sync;
    always_ff @(posedge clk, negedge rst_n)
    begin
        if (!rst_n)
        begin
            ack_sync0  <= 1'b0;
            ack_sync   <= 1'b0;
            CS         <= IDLE;
        end
        else
        begin
            ack_sync0  <= asynch_ack_i;
            ack_sync   <= ack_sync0;
            CS         <= NS;
        end
    end
    always_comb
    begin
      NS = CS;
      asynch_req_o   = '0;
      PRDATA_o       = async_PRDATA_i;
      PREADY_o       = '0;
      PSLVERR_o      = async_PSLVERR_i;      
      async_PADDR_o  = PADDR_i;
      async_PWDATA_o = PWDATA_i;
      async_PWRITE_o = PWRITE_i;
      async_PSEL_o   = PSEL_i;
      case(CS)
        IDLE: begin
            if(PSEL_i & PENABLE_i)
            begin
              NS = REQ_UP;
            end
            else
            begin
              NS = IDLE;
            end
        end
        REQ_UP:
        begin
            asynch_req_o = 1'b1;
            if(ack_sync)
            begin
              NS       = REQ_DOWN;
              PREADY_o  = 1'b1;
            end
            else
            begin
               NS = REQ_UP;
            end
        end
        REQ_DOWN:
        begin
            asynch_req_o  = 1'b0;
            if(~ack_sync)
            begin
              NS = IDLE;
            end
            else
            begin
              NS = REQ_DOWN;
            end
        end
      default:
      begin
        NS = IDLE;
      end
      endcase  
    end
endmodule
module apb_slave_asynch
#(
   parameter int unsigned APB_DATA_WIDTH = 32,
   parameter int unsigned APB_ADDR_WIDTH = 32
)
(
   input logic                              clk,
   input logic                              rst_n,
   output logic [APB_ADDR_WIDTH-1:0]        PADDR_o,
   output logic [APB_DATA_WIDTH-1:0]        PWDATA_o,
   output logic                             PWRITE_o,
   output logic                             PSEL_o,
   output logic                             PENABLE_o,
   input  logic [APB_DATA_WIDTH-1:0]        PRDATA_i,
   input  logic                             PREADY_i,
   input  logic                             PSLVERR_i,
   input  logic                             asynch_req_i,
   output logic                             asynch_ack_o,
   input  logic [APB_ADDR_WIDTH-1:0]        async_PADDR_i,
   input  logic [APB_DATA_WIDTH-1:0]        async_PWDATA_i,
   input  logic                             async_PWRITE_i,
   input  logic                             async_PSEL_i,
   output logic [APB_DATA_WIDTH-1:0]        async_PRDATA_o,
   output logic                             async_PSLVERR_o
);
    enum logic [1:0] { IDLE, WAIT_PREADY, ACK_UP  } NS, CS;
    logic req_sync0, req_sync, sample_req, sample_resp;
    always_ff @(posedge clk, negedge rst_n)
    begin
        if (!rst_n)
        begin
            req_sync0  <= 1'b0;
            req_sync   <= 1'b0;
            CS         <= IDLE;
              PADDR_o        <='0;
              PWDATA_o       <='0;
              PWRITE_o       <='0;
              PSEL_o         <='0;
              async_PRDATA_o <='0;
              async_PSLVERR_o<='0; 
        end
        else
        begin
            req_sync0  <= asynch_req_i;
            req_sync   <= req_sync0;
            CS         <= NS;
            if(sample_req)
            begin
              PADDR_o  <= async_PADDR_i;
              PWDATA_o <= async_PWDATA_i;
              PWRITE_o <= async_PWRITE_i;
              PSEL_o   <= async_PSEL_i;
            end
            if(sample_resp)
            begin
              async_PRDATA_o  <= PRDATA_i;
              async_PSLVERR_o <= PSLVERR_i;  
            end
        end
    end
    always_comb
    begin
      sample_req  = 1'b0;
      sample_resp = 1'b0;
      PENABLE_o  = 1'b0;
      asynch_ack_o   = '0;    
      NS = CS;
      case(CS)
        IDLE: begin
            sample_req = req_sync;
            if(req_sync)
            begin
              NS = WAIT_PREADY;
            end
            else
            begin
              NS = IDLE;
            end
        end
        WAIT_PREADY:
        begin
            PENABLE_o   = 1'b1;
            sample_resp = PREADY_i; 
            if(PREADY_i)
            begin
              NS       = ACK_UP;
            end
            else
            begin
               NS = WAIT_PREADY;
            end
        end
        ACK_UP:
        begin
            asynch_ack_o  = 1'b1;
            if(~req_sync)
            begin
              NS = IDLE;
            end
            else
            begin
              NS = ACK_UP;
            end
        end
        default:
        begin
          NS = IDLE;
        end
      endcase  
    end
endmodule  
```

==> results.json <==
{
  "ir_drop_v": 0.0003291,
  "most_common_cell": "dfrtp_1",
  "netlist_instances": 235,
  "crit_slowest_cell": "clkdlybuf4s50_1",
  "portBuffers": 204,
  "reg2reg_to": "i_apb_slave_asynch.PWDATA_o[24]",
  "cts_resized": 0,
  "critPathArrivalTime_ns": 1.32,
  "grt_usage_pct": 24.87,
  "outcome": "complete, no violations",
  "netlist_top_cells_count": "107 x dfrtp_1, 70 x mux2_2, 29 x mux2_4",
  "syn_to_final_growth_pct": 57.93,
  "overflow": 0,
  "warning_count": 27,
  "ys_chip_area_mm2": 0.004101,
  "drc": 0,
  "path_class": "reg -> out",
  "yosys-top-cells-area": "dfrtp_1 65%, mux2_2 19%, mux2_4 11%",
  "wl_mm": 9.775,
  "n_antenna_cell": 0,
  "firstDrtPassIters": 4,
  "edf_count": 0,
  "worstMarginPinSlew_ns": 0.7199,
  "maxSlewViolCount": 0,
  "antenna_found_initial": 0,
  "wl_per_cell_um": 17.71,
  "fin_tns_setup_ns": 0,
  "grt_pass1_wl_mm": 15.29,
  "hp-class": "reg -> reg",
  "critical_path.top_delay_family": "buffers and inverters",
  "slew-limit-headroom_pct": 52.01,
  "cp-endpoint": "dest_PADDR_o[19]",
  "hold_violations": 0,
  "synth_area_per_cell_um2": 17.45,
  "setup_violations": 0,
  "floorplan.core_util_pct": 52.26,
  "critPathLaunchType": "flip-flop",
  "cts.hold.buffers_added": 0,
  "viasPerCell": 5.005,
  "die-area_mm2": 0.008569,
  "setup_ws_ns": 2.762,
  "synth-seq-cells": 109,
  "skew_ns": 0.01038,
  "p_leak_nw": 2.841,
  "rows": 32,
  "required_ns": 4.08,
  "rr_worst_depth": 3,
  "place_ws_ns": 2.678,
  "fillers": 453,
  "synthesis.area_mm2": 0.004101,
  "yosysUniqueCellTypes": 12,
  "startpoint": "i_apb_slave_asynch.PADDR_o[19]",
  "die_w_um": 92.57,
  "ys_seq_share_pct": 66.56,
  "cp-end-kind": "output pin",
  "grt_start_max_net_pins": 61,
  "cts_setup_buffers": 0,
  "drtIter0Drc": 81,
  "cp.depth": 1,
  "dpl.hpwl_mm": 6.650,
  "async_flop_share_pct": 100.0,
  "final_area_mm2": 0.006477,
  "reg2reg_from": "i_apb_slave_asynch.req_sync",
  "place_area_mm2": 0.006223,
  "path_cells": "clkdlybuf4s50_1",
  "cts_tree": "built",
  "io_pins": 206,
  "cp_num_buf_inv": 1,
  "path_max_fanout": 2,
  "clk_pin_slew_ns": 0.09,
  "power.density_mw_per_mm2": 551.8,
  "ant_nets": 0,
  "gp_congestion": 0.7769,
  "numClockSinks": 109,
  "first_global_vias": 2977,
  "top_cell_area_share_pct": 65.28,
  "drive_above_1_share_pct": 27.11,
  "num_vias": 2763,
  "yosysWarnings": 2,
  "die_h_um": 92.57,
  "max_cap_violations": 0,
  "ys_cells": 235,
  "slowest_delay_ns": 0.55,
  "core_mm2": 0.007848,
  "yosysTopAreaCell": "dfrtp_1",
  "rrSetupSlack_ns": 3.16,
  "rsz0062_at_grt": "no",
  "flop_cell": "dfrtp_1"
}
[per-stage QoR]
stage	utilization [%]	cells	power [mW]	hold slack (ns)
3_5_place_dp	79.30	534	2.966	0.3412
6_report	82.54	552	3.574	0.2621
5_1_grt	82.54	552	3.785	0.2529
2_1_floorplan	-	235	1.947	0.3312
3_3_place_gp	79.30	534	2.928	0.3406
4_1_cts	82.54	552	3.624	0.2500
[registers in the layout, summed over array words and instances, names as in the netlist]
register and cells:
i_apb_slave_asynch.CS 3, i_apb_master_asynch.CS 3, i_apb_slave_asynch.PSEL_o 1, i_apb_slave_asynch.async_PSLVERR_o 1
i_apb_slave_asynch.req_sync0 1, i_apb_slave_asynch.async_PRDATA_o 32, i_apb_slave_asynch.PWDATA_o 32, i_apb_master_asynch.ack_sync 1
i_apb_slave_asynch.PADDR_o 32, i_apb_slave_asynch.req_sync 1, i_apb_master_asynch.ack_sync0 1, i_apb_slave_asynch.PWRITE_o 1
[cells by family after synthesis]
family | Yosys count | synth area share (%)
buffers and inverters | 13 | 2.105
AOI/OAI and AO/OA | 3 | 0.4576
DFF | 109 | 66.57
and+or+nand+nor | 11 | 1.037
muxes | 99 | 29.84
[layout make-up]
type	count	area, um2	share of cell area (%)
clock buffer	15	186.4	2.878
clock inverter	3	67.56	1.043
multi-input combinational	113	1292	19.95
sequential	109	2730	42.15
inverter	3	11.26	0.1738
timing repair buffer	207	2062	31.83
tap	102	127.6	1.970
[power by group]
part	switching [mW]	internal [mW]	total, mW
logic	0.288	1.15	1.44
registers	0.224	1.30	1.52
clock network	0.275	0.339	0.614
[worst min-delay path by stage]
| stage | start | to | slack [ns] | cells after the start |
|---|---|---|---|---|
| CTS | i_apb_master_asynch.CS[2] | i_apb_slave_asynch.req_sync0 | 0.25 | 0 |
| global route | i_apb_master_asynch.CS[2] | i_apb_slave_asynch.req_sync0 | 0.25 | 0 |
| finish | i_apb_master_asynch.CS[2] | i_apb_slave_asynch.req_sync0 | 0.26 | 0 |
[cells in the final DEF, fill, tap and decap left out]
cell type,instances
a22o_1,1
buf_4,4
bufinv_16,2
clkbuf_1,2
clkbuf_8,13
clkdlybuf4s50_1,203
clkinvlp_4,1
dfrtp_1,107
dfstp_2,2
inv_1,3
mux2_2,70
mux2_4,29
nand2_1,4
nand2_4,1
nand3_1,1
nor2_1,5
o21ai_0,2
[per-layer routing]
layer  vias to the layer above  global-route usage [%]  wire length, um
li1                       1234                       -                -
met1                      1373                   36.22             4007
met2                       136                   37.47             4507
met3                        20                   9.942             1004
met4                         0                   5.599              256
met5                         -                       0                0
Power figures rest on the tool's default switching activity, not on a simulated workload.
